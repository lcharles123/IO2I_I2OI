`design.v`:
```
module test(	input clk, rst, escreverMEM, escreveMEM,  
	input [4:0] enderecoMEM,
	input [32:0] dadoMEM,
	output reg [4:0] enderecoMEM_out,
	output reg [32:0] dadoMEM_out,
	output reg cheio, escreverMEM_out);
Finished_Store_Buffer fsb(
	 clk, rst, escreverMEM, escreveMEM,  
	 enderecoMEM,
	 dadoMEM,
	enderecoMEM_out,
	dadoMEM_out,
	 cheio, escreverMEM_out
);
endmodule
module Finished_Store_Buffer(
	input clk, rst, escreverMEM, escreveMEM,  
	input [4:0] enderecoMEM,
	input [32:0] dadoMEM,
	output reg [4:0] enderecoMEM_out,
	output reg [32:0] dadoMEM_out,
	output reg cheio, escreverMEM_out  
);
	assign escreverMEM_out = escreveMEM && cheio;
	always @(posedge clk)
	begin
		if(!rst) 
		begin
			enderecoMEM_out	<= 0;
			dadoMEM_out		<= 0;
			cheio			<= 0;
		end
		else 
		begin
			if(!cheio && escreverMEM)  
			begin
				enderecoMEM_out	<= enderecoMEM;
				dadoMEM_out		<= dadoMEM;
				cheio = 1 ;
			end
		end
		if(escreveMEM)  
			cheio = 0;
	end
endmodule
```
`run.sh`:
```
#!/bin/bash
# OpenROAD 26Q1-2900-gdf79404cd8, Yosys 0.63+post, stock flow scripts
make -C /OpenROAD-flow-scripts/flow DESIGN_CONFIG=/design/flow/config.mk WORK_HOME=/design/flow/orfs finish
```
`config.mk`:
```
export PLATFORM = sky130hd
export DESIGN_NAME = test
export DESIGN_NICKNAME = test
export VERILOG_FILES = /design/flow/design.v
export SDC_FILE = /design/flow/constraint.sdc
export NUM_CORES = 4
export LEC_CHECK = 1
export CORE_AREA = 10 10 106 106
export DIE_AREA = 0 0 116 116
```
`constraint.sdc`:
```
current_design test

set clk_period 3.1
set clk_io_pct 0.2

create_clock -name clk0 -period $clk_period [get_ports {clk}]

set non_clock_inputs [all_inputs -no_clocks]
set_input_delay [expr $clk_period * $clk_io_pct] -clock clk0 $non_clock_inputs
set_output_delay [expr $clk_period * $clk_io_pct] -clock clk0 [all_outputs]
```
==> flow report <==
===============================================================================================
Status                                                                             finished clean
Number of placement rows                                                                     34
Maximum clock frequency                                                              0.4347 GHz
Post-detailed-route count of antenna-violating nets                                           0
Post-synthesis xor/xnor area fraction                                                        0%
Via density per instance                                                                  3.677
Post-Place Cell Area                                                                   2446 um2
Adder Area Share                                                                             0%
CTS tree                                                                                   done
Most common cell in the synthesized netlist                                        sky130_fd_sc_hd__nand2_1
Width of the die                                                                         116 um
Post-Synth AOI/OAI Area                                                                      0%
Synthesized registers                                                                        39
Startpoint of the worst register-to-register path                                     fsb.cheio
# port buffers                                                                               81
Total buffers and inverters traversed by the critical path                                    2
Kind of capture point of the worst setup path                                      primary output
Die y size                                                                               116 um
Routed WL                                                                              4.121 mm
Seq share, synth                                                                         49.10%
Origin of the worst setup path                                                       escreveMEM
Combinational group share of total power                                                  17.9%
Largest voltage drop on the vdd net                                                 0.0001753 V
Register Area                                                                         780.7 um2
Register share of total power                                                             51.1%
Total count of max-transition violations in the final report                                  0
IO Count                                                                                     82
Detailed-route DRC error count                                                                0
Top_reg_cell synth                                                                 sky130_fd_sc_hd__dfxtp_1
Mapped Avg Cell Area                                                                  9.355 um2
Combined area of all synthesized cells                                                 1590 um2
Mux share                                                                                23.92%
Number of hold-slack violations in the final timing report                                    0
Fraction of power spent switching nets                                                   23.41%
Net Sw Power                                                                          0.2519 mW
Setup TNS                                                                                  0 ns
Final Skew                                                                          0.005663 ns
Number of warnings in the stage logs                                                         25
Average wire length per cell after detail routing                                      11.58 um
Area of the core                                                                       8848 um2
DRC violation total after the first TritonRoute iteration                                    44
Time the worst path needs with I/O delays and setup                                    2.301 ns
Source of the worst hold timing path                                               fsb.dadoMEM_out[15]
Largest fanout on the critical path                                                           2
Clock share of power                                                                      31.0%
Remaining global-route overflow                                                               0
Number of antenna violations at the first check in global routing                             0
Warning count from the yosys run                                                              2
CP arrival                                                                              1.68 ns
Clock buffer depth                                                                            2
Largest family of logic cells by area                                              multiplexers
Relative slew slack                                                                      53.10%
# clock sinks                                                                                39
Gate count of the mapped netlist                                                            170
RSZ-0062 raised after global routing                                                      false
CTS Buf Count                                                                                 5
Chain of cells forming the critical path                                           clkdlybuf4s50_1 > and2_1 > clkdlybuf4s50_1
Critical path start-end classification                                             input pin to primary output
Library cells used by synthesis                                                              12
Max cap viols                                                                                 0
Clock input transition at the sequential cells of the worst setup and hold paths        0.07 ns
Actual slew at the worst max-slew pin                                                 0.7035 ns
Final Cycle Share                                                                        74.21%
Pin count of the biggest net entering global routing                                         78
Simple-gate portion of the synthesized area                                              19.91%
Latency at later pin                                                                    0.28 ns
First-pass GRT wire length                                                             6.603 mm
# Post-CTS Setup Buffers                                                                      0
Placer congestion estimate                                                               0.6721
Htree depth                                                                                   2
Layout cell share with drive strength beyond 1                                           4.032%
Comb. cell area                                                                       696.9 um2
Post-synth tally of flip-flops with integrated enable                                         0
Ratio of total power to cell area                                                  425.8 nW/um2
Crit path top cell by count                                                        sky130_fd_sc_hd__clkdlybuf4s50_1
Stage delay of the slowest cell on the critical path                                    0.47 ns
Fraction of registers with async set/reset                                                   0%
Required @ worst endpoint                                                               2.48 ns
Worst path top cell family by delay                                                buffers and inverters
Setup-failing EPs final                                                                       0
Synth cell count leaders                                                           sky130_fd_sc_hd__nand2_1, sky130_fd_sc_hd__dfxtp_1, sky130_fd_sc_hd__mux2i_1
Number of global-route vias before repair                                                  1346
Post-synth area hogs                                                               sky130_fd_sc_hd__dfxtp_1, sky130_fd_sc_hd__mux2i_1, sky130_fd_sc_hd__nand2_1
Area grow syn2layout                                                                     58.93%
Post-CTS sizing                                                                               0
DP Wirelength                                                                          2.984 mm
Slowest cell on the critical path                                                  sky130_fd_sc_hd__clkdlybuf4s50_1
Area share of the largest cell type after synthesis                                      49.10%
Library cell with the largest summed area after synthesis                          sky130_fd_sc_hd__dfxtp_1
Number of search-and-repair iterations in the first detailed-routing pass                     4
Leakage power total                                                                    1.020 nW
Cell at the root of the clock tree                                                 sky130_fd_sc_hd__clkbuf_8
Quantity of hold-fixing buffers added after cts                                               0
Chip Area                                                                             13460 um2
Design area                                                                            2527 um2
Critical Path Source Type                                                             input pin
Total global routing track utilization                                                   5.933%
Count of fill cells added during filler insertion                                           920
Chip Area, Yosys                                                                       1590 um2
Cells in synth_stat.txt                                                                     170
Initial Utilization                                                                      17.97%
Antenna cells                                                                                 0
Via total after detailed routing                                                           1309
Worst min path class                                                               register to register
Internal power                                                                        0.8243 mW
===============================================================================================
==> cell type report <==
cell class	count	share of cell area, %
timing repair buffer	83	32.97
sequential	39	30.89
clock inverter	1	0.1980
clock buffer	7	3.020
tap	108	5.347
multi-input combinational	118	27.57
==> power groups by stage <==
stage | Clock (mW) | Sequential [mW] | Combinational (mW)
6_report | 0.333 | 0.550 | 0.193
5_1_grt | 0.375 | 0.555 | 0.213
4_1_cts | 0.358 | 0.550 | 0.198
==> cell usage in the layout (no fill, tap or decap) <==
cell type | netlist | final
sky130_fd_sc_hd__mux2i_1 | 38 | 38
sky130_fd_sc_hd__clkinv_2 | 0 | 1
sky130_fd_sc_hd__clkbuf_8 | 0 | 5
sky130_fd_sc_hd__nor2_1 | 1 | 1
sky130_fd_sc_hd__clkbuf_1 | 1 | 2
sky130_fd_sc_hd__nand2_1 | 76 | 76
sky130_fd_sc_hd__buf_12 | 2 | 1
sky130_fd_sc_hd__dfxtp_1 | 39 | 39
sky130_fd_sc_hd__nor3b_1 | 1 | 1
sky130_fd_sc_hd__buf_2 | 4 | 1
sky130_fd_sc_hd__buf_4 | 5 | 1
sky130_fd_sc_hd__clkdlybuf4s50_1 | 0 | 80
sky130_fd_sc_hd__nor2b_4 | 1 | 1
sky130_fd_sc_hd__and2_1 | 1 | 1
==> flip-flops by register name, indices dropped and copies added, names as in the netlist <==
name	count
fsb.enderecoMEM_out	5
fsb.dadoMEM_out	33
fsb.cheio	1
==> metrics by stage <==
step / power (mW) / util, % / instances / hold WS, ns / setup WS, ns
after floorplan: 0.6371 / - / 170 / 0.4202 / 1.746
after global placement: 0.7577 / 27.64 / 348 / 0.4417 / 0.7972
after detailed placement: 0.7585 / 27.64 / 348 / 0.4467 / 0.7890
after CTS: 1.107 / 28.56 / 356 / 0.4588 / 0.7890
after global routing: 1.144 / 28.56 / 356 / 0.4761 / 0.7597
final: 1.076 / 28.56 / 356 / 0.4540 / 0.7994
==> final timing paths <==
check,to,slack (ns),depth (start not counted)
setup / recovery,escreverMEM_out,0.80,3
hold / removal,fsb.dadoMEM_out[15],0.45,2
setup reg to reg,fsb.dadoMEM_out[19],1.65,3
hold reg to reg,fsb.dadoMEM_out[15],0.45,2
==> layer usage <==
layer / routed length [um] / track usage, % / part of all wire, % / vias to the layer above
li1: - / - / - / 693
met1: 1800 / 7.393 / 44 / 559
met2: 1701 / 8.874 / 41 / 52
met3: 589 / 3.715 / 14 / 5
met4: 29 / 0.5838 / 0.70 / 0
met5: 0 / 0 / 0 / -
==> logic make-up (layout without fill, tap and decap cells) <==
logic type / after synthesis / count (layout)
buffers and inverters: 13 / 91
muxes: 38 / 38
DFF: 39 / 39
and+or+nand+nor: 80 / 80
==> worst register-to-register path: cells and delay by family, from the launching register on <==
kind | cells | cell delay, ns
buf+inv | 1 | 0.29
mux | 1 | 0.22
simple gates | 1 | 0.51
flops | 1 | 0.36
Power and IR drop assume default switching activity.

===== /design/flow/design.v =====
module Reorder_Buffer  
(
	input clk, rst, 
	input [1:0] lerEscrever,  
	input [9:0] dado_in, 
	output [9:0] dado_out,
	output cheio
);
	reg [9:0] dado_out;
	reg [2:0] inicio, fim, contador;  
	reg [9:0] fila [7:0];  
    assign cheio = (contador == 3'b111) ? 1'b1 : 1'b0 ;  
    always @(posedge clk) 
    begin 
		if(!rst)
		begin
			if (lerEscrever == 2'b10 && contador != 3'b0)  
			begin 
				dado_out = fila[inicio];  
				inicio = inicio + 1; 
  			end 
  			else if (lerEscrever == 2'b01 && contador < 8)  
  			begin
  				fila[fim] = dado_in;
  				fim = fim + 1;
  			end 
  			else if (lerEscrever == 2'b00)
  			begin
  				; 
  			end
  			else if (lerEscrever == 2'b11)
  			begin
  				; 
  			end
   			if(fim == 8)  
   				fim = 0;
   			if(inicio == 8)
   				inicio = 0;
   			if(inicio > fim)
   				contador = inicio - fim;
   			else if(fim > inicio)
   				contador = fim - inicio;
		end
		else
		begin
			inicio <= 0;
			fim <= 0;
			contador <= 0;
		end	
	end
endmodule

===== /design/flow/run.sh =====
#!/bin/bash
# OpenROAD 26Q1-2900-gdf79404cd8, Yosys 0.63+post, stock flow scripts
make -C /OpenROAD-flow-scripts/flow DESIGN_CONFIG=/design/flow/config.mk WORK_HOME=/design/flow/orfs finish

===== /design/flow/config.mk =====
export PLATFORM = sky130hd
export DESIGN_NAME = Reorder_Buffer
export DESIGN_NICKNAME = Reorder_Buffer
export VERILOG_FILES = /design/flow/design.v
export SDC_FILE = /design/flow/constraint.sdc
export NUM_CORES = 4
export LEC_CHECK = 1
export CORE_UTILIZATION = 30

===== /design/flow/constraint.sdc =====
current_design Reorder_Buffer

set clk_period 6.1
set clk_io_pct 0.2

create_clock -name clk0 -period $clk_period [get_ports {clk}]

set non_clock_inputs [all_inputs -no_clocks]
set_input_delay [expr $clk_period * $clk_io_pct] -clock clk0 $non_clock_inputs
set_output_delay [expr $clk_period * $clk_io_pct] -clock clk0 [all_outputs]

==> metrics.txt <==
# HELP chip_impl_metric Flow report values
# TYPE chip_impl_metric gauge
chip_impl_info{name="run_status",value="finished, final reports clean"} 1
chip_impl_info{name="tritoncts",value="built"} 1
chip_impl_metric{name="cts_resized",unit=""} 0
chip_impl_metric{name="synth.lib_cells_used.distinct",unit=""} 43
chip_impl_metric{name="yosys_area",unit="um2"} 4100
chip_impl_info{name="unrepaired_setup_endpoints_after_global_routing",value="false"} 1
chip_impl_metric{name="maximum_fanout_count_along_the_critical_path",unit=""} 6
chip_impl_metric{name="die-height",unit="um"} 119
chip_impl_metric{name="antenna_found_initial",unit=""} 0
chip_impl_info{name="worst_hold_check_path_type",value="reg -> reg"} 1
chip_impl_metric{name="drv.max_cap_violation_count",unit=""} 0
chip_impl_info{name="setup.worst_path.class",value="in -> reg"} 1
chip_impl_metric{name="pin_count_of_the_biggest_net_entering_global_routing",unit=""} 27
chip_impl_metric{name="wl_per_cell",unit="um"} 15.6
chip_impl_metric{name="routed_via_count",unit=""} 2045
chip_impl_metric{name="flow.area_growth_from_synthesis",unit="%"} 19.5
chip_impl_info{name="crit_path_end_kind",value="register"} 1
chip_impl_metric{name="total_leakage_power",unit="nW"} 1.58
chip_impl_metric{name="cts.clk_slew.worst_paths",unit="ns"} 0.07
chip_impl_metric{name="whs",unit="ns"} 0.538
chip_impl_metric{name="switchingPower",unit="uW"} 315
chip_impl_info{name="topCellsByArea",value="sky130_fd_sc_hd__edfxtp_1, sky130_fd_sc_hd__mux4_2, sky130_fd_sc_hd__dfxtp_1"} 1
chip_impl_metric{name="synthesis.instances",unit=""} 228
chip_impl_metric{name="top_area_share",unit="%"} 66.0
chip_impl_metric{name="timing.slew.headroom",unit="%"} 49.8
chip_impl_metric{name="numPortBuffers",unit=""} 24
chip_impl_metric{name="enable_flop_cells",unit=""} 90
chip_impl_info{name="top_cells_by_count",value="sky130_fd_sc_hd__edfxtp_1, sky130_fd_sc_hd__mux4_2, sky130_fd_sc_hd__nor2_1, sky130_fd_sc_hd__mux2_2, sky130_fd_sc_hd__nand2_1"} 1
chip_impl_metric{name="power.density",unit="nW/um2"} 299
chip_impl_metric{name="core_util_floorplan",unit="%"} 30.8
chip_impl_metric{name="cts-htree-levels",unit=""} 3
chip_impl_metric{name="clock_sink_count",unit=""} 99
chip_impl_metric{name="finalWeightedCongestion",unit=""} 0.941
chip_impl_metric{name="period_minus_slack",unit="ns"} 4.33
chip_impl_metric{name="combinationalPowerShare",unit="%"} 10.6
chip_impl_metric{name="first_global_vias",unit=""} 2198
chip_impl_metric{name="setup-tns-final",unit="ns"} 0
chip_impl_metric{name="grt_remaining_overflow",unit=""} 0
chip_impl_metric{name="synth-seq-area-share",unit="%"} 70.4
chip_impl_metric{name="synthesis.yosys.warnings",unit=""} 1
chip_impl_metric{name="power_report.internal_total",unit="mW"} 1.15
chip_impl_metric{name="share_of_the_clock_period_used_by_the_worst_path",unit="%"} 71.0
chip_impl_metric{name="average_via_count_per_standard_cell",unit=""} 4.57
chip_impl_metric{name="fp.dieArea",unit="um2"} 14100
chip_impl_info{name="clock-root-buffer",value="sky130_fd_sc_hd__clkbuf_16"} 1
chip_impl_metric{name="io_pins",unit=""} 25
chip_impl_metric{name="postSynthAreaPerCell",unit="um2"} 18.0
chip_impl_metric{name="crit_required",unit="ns"} 6.36
chip_impl_metric{name="hold_viol_final",unit=""} 0
chip_impl_metric{name="timing.critical_path.arrival",unit="ns"} 4.59
chip_impl_metric{name="synthesis.area",unit="um2"} 4100
chip_impl_metric{name="first_pass_grt_wire_length",unit="mm"} 11.6
chip_impl_metric{name="max_clock_freq",unit="MHz"} 231
chip_impl_metric{name="async_reset_ff_share",unit="%"} 0
chip_impl_metric{name="p_clk_share",unit="%"} 37.5
chip_impl_metric{name="core_region_area",unit="um2"} 13300
chip_impl_info{name="library_cell_with_the_highest_instance_count_after_synthesis",value="sky130_fd_sc_hd__edfxtp_1"} 1
chip_impl_metric{name="detailedRoute.firstIterationViolations",unit=""} 143
chip_impl_metric{name="dpl.hpwl",unit="mm"} 4.47
chip_impl_metric{name="log.warning_count",unit=""} 25
chip_impl_metric{name="total_global_routing_track_utilization",unit="%"} 11.5
chip_impl_metric{name="floorplan.rows",unit=""} 42
chip_impl_metric{name="ys_cells",unit=""} 228
chip_impl_metric{name="vdd_drop_max",unit="uV"} 133
chip_impl_metric{name="cts_hold_repair.buffers",unit=""} 0
chip_impl_metric{name="drc",unit=""} 0
chip_impl_metric{name="setup_viol",unit=""} 0
chip_impl_metric{name="cts_inserted_buffers",unit=""} 9
chip_impl_metric{name="first_pass_iters",unit=""} 4
chip_impl_metric{name="clock_latency",unit="ns"} 0.33
chip_impl_metric{name="clock_path_buffers",unit=""} 2
chip_impl_metric{name="timing.clock.skew",unit="ns"} 0.00794
chip_impl_metric{name="sequentialPowerShare",unit="%"} 51.9
chip_impl_info{name="synth_area_leader_cell",value="sky130_fd_sc_hd__edfxtp_1"} 1
chip_impl_metric{name="netSwitchingFraction",unit="%"} 21.5
chip_impl_metric{name="drtAntennaViolNets",unit=""} 0
chip_impl_metric{name="die_width",unit="um"} 119
chip_impl_metric{name="post_cts_buffers",unit=""} 0
chip_impl_metric{name="diodes",unit=""} 0
chip_impl_info{name="critical_path.startpoint_type",value="input port"} 1
chip_impl_metric{name="wl",unit="mm"} 6.96
chip_impl_metric{name="timing_worst_slew_pin_value",unit="ns"} 0.748
chip_impl_metric{name="ys_ff",unit=""} 99
chip_impl_info{name="ff_type",value="sky130_fd_sc_hd__edfxtp_1"} 1
chip_impl_metric{name="drive_gt1_share",unit="%"} 24.7
chip_impl_metric{name="final-max-slew-violation-count",unit=""} 0
-- sequential cells by signal, indices dropped and copies added (netlist names) --
| name | count |
|---|---|
| dado_out | 10 |
| inicio | 3 |
| fila | 80 |
| contador | 3 |
| fim | 3 |
-- placed cells by master, fill, tap and decap left out, drive strengths merged, types with 2 or more instances in the layout --
cell type	n
clkinv	2
mux2	12
xnor2	3
dfxtp	9
nand2b	6
ha	6
nor2	20
inv	7
a31oi	2
mux2i	2
buf	11
nand2	11
nor3	6
xor2	2
clkdlybuf4s50	24
edfxtp	90
clkbuf	11
a21oi	5
o31ai	2
mux4	20
-- layer usage --
metal | global-route usage [%] | part of all wire (%) | wire, um
met5 | 0 | 0 | 0
met1 | 15.7 | 40 | 2820
met4 | 0.949 | 0.89 | 62
met3 | 7.34 | 12 | 864
met2 | 17.0 | 46 | 3220
-- worst max-delay path: stages --
cell                              delay [ns]
sky130_fd_sc_hd__clkdlybuf4s50_1        0.43
sky130_fd_sc_hd__nand2b_1               0.23
sky130_fd_sc_hd__nor2_2                 0.21
sky130_fd_sc_hd__mux2i_4                0.39
sky130_fd_sc_hd__inv_4                  0.07
sky130_fd_sc_hd__ha_1                   0.37
sky130_fd_sc_hd__and3b_1                0.20
sky130_fd_sc_hd__a211o_1                0.27
sky130_fd_sc_hd__and2_1                 0.15
sky130_fd_sc_hd__o31ai_1                0.23
sky130_fd_sc_hd__o311ai_0               0.18
sky130_fd_sc_hd__or4b_1                 0.48
sky130_fd_sc_hd__a31oi_1                0.18
-- through the flow --
stage	cell area [um2]	worst slack [ns]	util (%)	std cells	power, mW
5_1_grt	4900	1.52	36.8	447	1.53
3_3_place_gp	4600	1.49	34.6	431	0.931
4_1_cts	4900	1.78	36.8	447	1.48
2_1_floorplan	4100	2.16	-	228	0.887
6_report	4900	1.77	36.8	447	1.47
3_5_place_dp	4600	1.45	34.6	431	0.932
-- kinds of logic after synthesis --
logic type / count (synthesis) / synth area share [%]
flip-flops: 99 / 70.4
multiplexers: 34 / 15.1
adder cells (fa/ha/maj): 6 / 1.83
buffers and inverters: 14 / 1.74
AND-OR/OR-AND: 19 / 3.67
XOR/XNOR: 5 / 1.07
AND/OR/NAND/NOR: 51 / 6.23
-- worst paths after layout --
check                           startpoint                        to  slack (ns)  cells after the start
hold reg to reg   contador[2]$_SDFFE_PP0P_  contador[2]$_SDFFE_PP0P_        0.54                      2
hold / removal    contador[2]$_SDFFE_PP0P_  contador[2]$_SDFFE_PP0P_        0.54                      2
setup reg to reg  contador[2]$_SDFFE_PP0P_  contador[2]$_SDFFE_PP0P_        2.71                     13
setup / recovery            lerEscrever[0]  contador[2]$_SDFFE_PP0P_        1.77                     13
-- power by group through the flow --
stage         Combinational [mW]  Sequential, mW  Clock (mW)
CTS                        0.157           0.760       0.563
global route               0.176           0.761       0.589
finish                     0.155           0.760       0.550
-- layout make-up --
class,count,area [um2]
Fill cell,1201,8400
Sequential cell,99,2880
Tap cell,176,220
Multi-Input combinational cell,115,1150
Timing Repair Buffer,35,323
Clock buffer,11,233
Inverter,6,30.0
Clock inverter,5,60.1
Power and IR drop assume default switching activity.

[flow/design.v]
module Score_Board 
(
	input clk, rst,
	input [4:0] regC,  
	input [1:0] unidade_fun_in,  
  output  [0:31] pendente  
);	
	reg		[0:31]  pendente ;  
	reg [1:0] unidade_funcional [0:31];  
	reg [4:0] dado_disponivel [0:31];  
	always @(posedge clk)
	begin
		if(!rst) 
		begin
			case(unidade_fun_in)  
              2'b00 :  
				begin
					pendente[regC] <= 1'b1;
					dado_disponivel[regC] <= 5'b00010;
				end
				2'b01 :	 
				begin
					pendente[regC] <= 1'b1;
					dado_disponivel[regC] <= 5'b00100;
				end
				2'b10 :	 
				begin
					pendente[regC] <= 1'b1;
					dado_disponivel[regC] <= 5'b00010;
				end
				2'b11 :	 
				begin
					pendente[regC] <= 1'b1;
					dado_disponivel[regC] <= 5'b10000;
				end
			endcase 
		end
	end
endmodule
[flow/run.sh]
#!/bin/bash
# OpenROAD 26Q1-2900-gdf79404cd8, Yosys 0.63+post, stock flow scripts
make -C /OpenROAD-flow-scripts/flow DESIGN_CONFIG=/design/flow/config.mk WORK_HOME=/design/flow/orfs finish
[flow/config.mk]
export PLATFORM = sky130hd
export DESIGN_NAME = Score_Board
export DESIGN_NICKNAME = Score_Board
export VERILOG_FILES = /design/flow/design.v
export SDC_FILE = /design/flow/constraint.sdc
export NUM_CORES = 4
export LEC_CHECK = 1
export CORE_AREA = 10 10 104 104
export DIE_AREA = 0 0 114 114
[flow/constraint.sdc]
current_design Score_Board

set clk_period 1.5
set clk_io_pct 0.2

create_clock -name clk0 -period $clk_period [get_ports {clk}]

set non_clock_inputs [all_inputs -no_clocks]
set_input_delay [expr $clk_period * $clk_io_pct] -clock clk0 $non_clock_inputs
set_output_delay [expr $clk_period * $clk_io_pct] -clock clk0 [all_outputs]
==> run summary <==
flow finished, numbers: R2R depth 1, GRT met2 Usage under 10%, DR vias between 1000 and 1500, clock skew 0 ns, FFs w/ async S/R, synth 0%, CP startpoint kind input port, share of layout cells above drive strength 1 between 20% and 30%, DRT Pass-1 Iters 6, Final WS setup 0.0408 ns, Yosys chip area ~0.0016 sq mm, Antenna Nets Post-Route 0, clk root buf clkbuf_8, GR Util All Layers approximately 6.4%, H-tree depth 2, Post-CTS Hold Buffers 0, max reg flops 32, # Cells Yosys 112, met3 Use GR roughly 2.7%, chip area ~0.013 sq mm, Finished Core Util between 20% and 30%, r2r setup slk about 0.63 ns, IO buf count 38, Layout Area Growth over Synthesis 55.4%, Hold Fails Final Rpt 0, Clk Latency, worst-skew pair approximately 0.28 ns, combinational fraction of design power between 10% and 20%, Top FF cell, synth edfxtp_1, Yosys cell types 36, logic area approximately 650 sq um, drt total wl around 4100 microns, fin. max-slew vios 0, vias in the first global route approximately 1200, Synth Seq Share around three fifths, pin count of the biggest net entering global routing 33, Worst-Margin Slew slightly above 0.3 ns, Leak approximately 0.00088 uW, Via-to-Cell Ratio 4.11, Iter 0 DRT Violations between 50 and 60, initial antenna violation count 0, mapped cell area ~0.0016 sq mm, # DRC 0, hold path depth 1, Post-synth EDFFs 32, FF+latch area ~960 sq um, Bufs on Longest Clock Path 2, Flop pwr share 47.1%, period utilization 97.3%, Net Switching approximately 530 uW, Yosys top cell by area edfxtp_1, switch share a little under a quarter, clock network fraction of total power 35.7%, Power Density ~950 mW/mm^2, top area contributor share 61.8%, Die W ~110 microns, reported max-cap violation count 0, Worst Setup SP regC[1], critical path data arrival time 1.61 ns, status finished, final reports clean, WP data required ~1.7 ns, # fillers approximately 900, worst slack at placement -0.615 ns, cells after synthesis roughly 110, GPL Wtd Cong roughly 0.8, final worst path period need 1.46 ns, R2R Path Start pendente[23], top flop regs pendente (32), met1 usage between 8 and 9%, crit-path max FO 5, first-pass GRT wire length about 6500 microns, fp_density ~18%, row cnt 34, CTS tree yes, Setup TNS 0 ns, io pins 41, P_int 1780 uW, gr busiest metal met2, hpwl dp approximately 3000 microns, clock buffer count from CTS 5, core area between 0.008 and 0.009 sq mm, Wirelength per Cell about 14 microns, Max VDD drop around 0.48 mV, clock sink count 32, f_max between 0.6 and 0.7 GHz, largest register by flop count pendente, Final setup viols 0, Worst Hold Class flip-flop to flip-flop, synthesis warning total 1, RSZ-0062 raised after global routing false, diodes inserted 0, Top cells by area edfxtp_1 (62%), o21bai_1 (7.2%), a21o_1 (4.3%), Registers, synthesis 32, slew margin rel. between 70% and 80%, Reg clk slew, reported paths roughly 0.060 ns, grt ovf 0, reg2reg end pendente[23], crit path to pendente[9], Die Height 114 microns, Mapped Avg Cell Area 13.9 sq um, Tool Warnings 28, CP Class input port to flip-flop, CP endpoint kind flip-flop
cells in the final DEF, fill, tap and decap left out, types with 3 or more instances in the layout:
cell type / n
a21o_1: 9
a31o_1: 5
buf_4: 18
clkbuf_8: 5
clkdlybuf4s50_1: 32
dlygate4sd2_1: 3
edfxtp_1: 32
nand2_1: 6
nor2_1: 4
o21bai_1: 15
synth_stat cells (2+ instances only):
| cell type | n |
|---|---|
| edfxtp_1 | 32 |
| o21bai_1 | 15 |
| a21o_1 | 9 |
| nand2_1 | 6 |
| a31o_1 | 5 |
| nor2_1 | 5 |
| a31o_2 | 3 |
| and3_1 | 2 |
| buf_4 | 2 |
| ha_1 | 2 |
| inv_1 | 2 |
| nand3_1 | 2 |
| nand3b_1 | 2 |
| nand4_1 | 2 |
| nor2b_1 | 2 |
per-layer routing:
metal	part of all wire, %	wire (microns)	up-vias
met4	0.61	25	0
met5	0	0	-
met1	47	1920	566
met2	46	1870	32
met3	6.9	282	5
li1	-	-	561
stage by stage:
step	hold slack [ns]	power [uW]	cell area (sq um)	std cells
3_5_place_dp	0.523	1490	2260	274
3_3_place_gp	0.522	1490	2260	274
6_report	0.532	2300	2410	283
5_1_grt	0.558	2410	2410	283
2_1_floorplan	0.474	1260	1620	112
4_1_cts	0.538	2330	2400	283
how the worst min path moves through the flow:
stage | slack [ns] | start | end
CTS | 0.54 | pendente[11] | pendente[11]
global route | 0.56 | pendente[14] | pendente[14]
finish | 0.53 | pendente[11] | pendente[11]
critical path, cell delays in order:
cell	delay [ns]
buf_2	0.12
ha_4	0.16
and3_4	0.18
ha_4	0.17
nand4b_1	0.29
nor3b_2	0.26
a21o_1	0.13
kinds of logic after synthesis:
| family | share of synthesized area [%] |
|---|---|
| AOI/OAI and AO/OA | 19.7 |
| xor gates and xnor gates | 0.564 |
| adders and majority gates | 1.61 |
| buffers and inverters | 2.09 |
| DFF | 61.8 |
| muxes | 0.885 |
| and+or+nand+nor | 13.3 |
area by class of cell:
| cell class | count | area share (%) |
|---|---|---|
| clock buffers | 5 | 2.85 |
| clock inverters | 3 | 1.76 |
| inverters | 2 | 0.311 |
| multi-input cells | 74 | 27.0 |
| flip-flops and latches | 32 | 39.8 |
| well taps | 108 | 5.60 |
| repair buffers | 59 | 22.6 |
repair_timing:
item / in CTS / in global routing
setup endpoints to repair: 32 / 6
endpoints found under the hold margin: 0 / 0
resized: 19 / 2
pin swaps: 5 / 1
setup buffers: 1 / 0
power groups by stage:
stage                 combinational [uW]  clock (uW)  sequential [uW]
final                                395         823             1090
after CTS                            401         842             1090
after global routing                 435         882             1090
Power is estimated from default activity; no workload was simulated.
